==> flow/design.v <==
`timescale 1ns / 1ps
module branch_predictor #(
        parameter PC_CNT = 4
    )(
        input wire clk,
        input wire [31:0] PCF,
        input wire [31:0] PCE,
        input wire [31:0] BrNPCE,
        input wire branch_ex,
        input wire branch_hit_ex,
        input wire rst,
        output reg [31:0] pc_predict,
        output reg hit
    );
    localparam NUM_PC = 2 << PC_CNT;
    reg[31:0] pc_buffer[NUM_PC];     
    reg[31:0] dst_buffer[NUM_PC];    
    reg valid[NUM_PC];               
    wire [PC_CNT:0] pc_entry_ud;     
    wire [PC_CNT:0] pc_entry_if;     
    assign pc_entry_ud = PCE[PC_CNT+2:2];
    assign pc_entry_if = PCF[PC_CNT+2:2];
    always @(posedge clk or posedge rst) begin
        if (rst) begin
            for(integer i = 0; i < NUM_PC; ++i) begin
                pc_buffer[i] <= 0;
                dst_buffer[i] <= 0;
                valid[i] <= 0;
            end
        end
        else begin
            if (branch_ex) begin
                if(pc_buffer[pc_entry_ud] != PCE) begin
                    pc_buffer[pc_entry_ud] <= PCE;
                end
                if (branch_hit_ex) begin
                    dst_buffer[pc_entry_ud] <= BrNPCE;
                    valid[pc_entry_ud] <= 1'b1;
                end
                else begin
                    valid[pc_entry_ud] <= 1'b0;
                end
            end
        end
    end
    always @(*) begin
        if(pc_buffer[pc_entry_if] != PCF || valid[pc_entry_if] != 1'b1) begin
            pc_predict <= PCF + 4;
            hit <= 0;
        end
        else begin
            pc_predict <= dst_buffer[pc_entry_if];
            hit <= 1'b1;
        end
    end
endmodule
==> flow/run.sh <==
#!/bin/bash
# OpenROAD 26Q1-2900-gdf79404cd8, Yosys 0.63+post, stock flow scripts
make -C /OpenROAD-flow-scripts/flow DESIGN_CONFIG=/design/flow/config.mk WORK_HOME=/design/flow/orfs finish
==> flow/config.mk <==
export PLATFORM = sky130hd
export DESIGN_NAME = branch_predictor
export DESIGN_NICKNAME = branch_predictor
export VERILOG_FILES = /design/flow/design.v
export SDC_FILE = /design/flow/constraint.sdc
export NUM_CORES = 4
export LEC_CHECK = 1
export CORE_UTILIZATION = 40
==> flow/constraint.sdc <==
current_design branch_predictor

set clk_period 20.2
set clk_io_pct 0.2

create_clock -name clk0 -period $clk_period [get_ports {clk}]

set non_clock_inputs [all_inputs -no_clocks]
set_input_delay [expr $clk_period * $clk_io_pct] -clock clk0 $non_clock_inputs
set_output_delay [expr $clk_period * $clk_io_pct] -clock clk0 [all_outputs]
==> CHANGELOG.md <==
## Flow update

- Status: complete, no violations
- Synth top cell by count: dfrtp_1
- Yosys adder share: 0.000749
- Seq cells post-synth: 2080
- Critical Path RT: 16.16 ns
- Cells after synthesis: 8001
- Worst R2R Setup Slack: 13.45 ns
- Clock power frac: 0.387
- Crit-path max FO: 23
- Clk_skew: 0.0877 ns
- Setup crit end kind: output pin
- Most common library cells after synthesis: 2080 x dfrtp_1, 1228 x mux2_2, 726 x mux2_1
- DRC Markers: 0
- Critical path, cell by cell: clkdlybuf4s50_1 -> inv_1 -> ha_2 -> buf_4 -> buf_4 -> and4_4 -> buf_4 -> buf_4 -> a221oi_1 -> o2111a_1 -> a31oi_1 -> buf_4 -> nor2_1 -> o21a_1 -> nor4_1 -> nand4_1 -> buf_4 -> buf_4 -> mux2i_1 -> clkdlybuf4s50_1
- RSZ-0062 raised after global routing: no
- Fin area: 115000 µm²
- Placed inst area: 107000 µm²
- Post-synth seq share: 0.519
- Period utilisation layout: 0.769
- Ys flop type: dfrtp_1
- Register share of total power: 0.478
- Final setup fails: 0
- Endpoints failing hold: 0
- Ys async rst share: 1.00
- Port Buf Inserts: 132
- Antenna violations before repair: 70
- Longest Clk Path Bufs: 3
- Yosys chip area: 100000 µm²
- CP peak stage delay: 0.68 ns
- Top cell area share: 0.519
- Detailed Route WL: 548000 µm
- XOR Share, Synth: 0.00603
- Root buf cell: clkbuf_16
- GRT Total Usage: 0.455
- Clock transition at path regs: 0.06 ns
- H-Tree Depth: 4
- First-pass GRT wire length: 736000 µm
- Area leader, netlist: dfrtp_1
- Initial Util: 0.403
- Int Pwr: 8.00 mW
- Pin count of the biggest net entering global routing: 122
- Yosys Instances: 8001
- Global route total overflow: 0
- CP Launch Type: input port
- Crit Path Class: input port to output pin
- AND-OR/OR-AND share of the synthesized area: 0.123
- TritonCTS Buffers: 227
- Post-route ant nets: 0
- Slowest CP cell: clkdlybuf4s50_1
- Late-Pin Clk Latency: 0.93 ns
- Switching share of power: 0.294
- Pins Over Slew Limit: 0
- Top cells by area: dfrtp_1 52%, mux2_2 14%, mux2_1 8.2%
- Dpl hpwl: 348000 µm
- Worst slew pin tran: 1.42 ns
- Post-CTS Resized: 0
- EDFF count, synth: 0
- Share of cells above drive strength 1: 0.280
- Comb power frac: 0.134
- FF-to-FF End: pc_buffer[19][18]
- Leak pwr: 52.2 nW
- Router iterations before antenna repair: 10
- Routed via count: 82000
- Post-CTS setup buffer count: 0
- Die ar.: 253000 µm²
- Logic family by area: multiplexers
- Initial drt markers: 9071
- Psw: 3.34 mW
- CTS tree: yes
- IO Pins: 133
- Relative slew slack: 0.0487
- CTS sink cnt: 2080
- WL per Instance: 47.1 µm
- PwrDens: 98.7 nW/µm²
- Number of fill cells: 22000
- Max Fclk: 0.0644 GHz
- Worst reg2reg path depth: 12
- Number of max-cap violations: 0
- Vias per Instance: 7.04
- Total Neg Setup Slack: 0 ns
- CTS hold repair buffers: 0
- Yosys warning count: 4
- Synth cell types: 78
- Worst setup path end: pc_predict[26]
- Core Box Area: 249000 µm²
- FP Rows: 183
- Chip Width: 503 µm
- Power, Total: 11.3 mW
- Peak VDD IR: 94.8 µV
- Fin crit period: 15.53 ns
- Syn_area_per_cell: 12.5 µm²
- Cell mode on critical path: buf_4
- Chip Height: 503 µm
- Area growth syn-to-layout: 14.5%
- Worst Hold Class: flip-flop to flip-flop
- Worst r2r src: pc_buffer[12][10]
- Simple Share, Synth: 0.0753
- Area of the mapped netlist: 100000 µm²
- Mux frac, synth: 0.238
- Crit path from: PCF[2]
- Tool warning count: 47
- Vias in the first global route: 80800
- Gpl congestion: 1.10
- Worst Path Arrival: 11.49 ns
## flip-flops by register name (all words and copies together), names as in the netlist
signal	flops
pc_buffer	1024
valid	32
dst_buffer	1024
## through the flow
stage               std cells  worst slack, ns   util  hold slack [ns]
finish                  11600             4.67  0.461            0.480
global route            11600             4.86  0.461            0.498
CTS                     11600             5.09  0.461            0.480
detailed placement      11200             5.10  0.429            0.468
global placement        11200             5.06  0.429            0.459
floorplan                8001           -12.72      -            0.444
## kinds of logic (layout without fill, tap and decap cells)
kind of cell / count (synthesis) / count (layout)
mux: 2129 / 2129
other cells: 0 / 75
compound gates: 1523 / 1523
flops: 2080 / 2080
fa+ha+maj: 6 / 6
buf+inv: 850 / 1093
xor+xnor: 69 / 69
simple gates: 1344 / 1344
## power groups by stage
stage | clock network [mW] | registers, mW | logic, mW
5_1_grt | 4.58 | 5.47 | 1.58
6_report | 4.39 | 5.42 | 1.52
4_1_cts | 4.42 | 5.40 | 1.48
## layout make-up
type | instances | area [µm²] | share of cell area
diodes | 75 | 188 | 0.00163
clock buffers | 324 | 6630 | 0.0577
clock inverters | 89 | 1260 | 0.0110
inverters | 37 | 143 | 0.00124
multi-input cells | 5071 | 45100 | 0.393
flip-flops and latches | 2080 | 52000 | 0.453
well taps | 3330 | 4170 | 0.0363
repair buffers | 643 | 5270 | 0.0459
## worst min-delay path by stage
stage | to | start | cells after the start
global route | valid[9] | valid[9] | 1
CTS | valid[7] | valid[7] | 1
finish | valid[7] | valid[7] | 1
## layout by cell type (no fill, tap or decap), drive strengths merged, types with 18 or more instances in the layout
master | netlist | layout
nand2b | 93 | 93
a22oi | 520 | 520
mux2i | 170 | 170
and3 | 228 | 228
nand2 | 184 | 184
mux2 | 1954 | 1954
nand3 | 170 | 170
a222oi | 70 | 70
a32o | 19 | 19
nor3 | 93 | 93
buf | 218 | 519
nand4 | 175 | 175
o21ai | 86 | 86
a22o | 209 | 209
nor2 | 131 | 131
dfrtp | 2080 | 2080
diode | 0 | 75
a21oi | 52 | 52
a32oi | 31 | 31
o21bai | 21 | 21
and2 | 86 | 86
clkbuf | 595 | 324
o2111ai | 18 | 18
inv | 36 | 39
bufinv | 0 | 19
clkdlybuf4s50 | 0 | 124
a2111oi | 83 | 83
a21o | 23 | 23
xnor2 | 34 | 34
a31oi | 20 | 20
xor2 | 35 | 35
or3 | 23 | 23
clkinv | 1 | 60
a221oi | 212 | 212
nor4 | 39 | 39
o22ai | 58 | 58
## metal layers
metal / track usage / vias to the layer above / routed length [µm]
met2: 0.620 / 6398 / 231000
li1: - / 30700 / -
met5: 0.0251 / - / 795
met4: 0.306 / 33 / 45600
met1: 0.565 / 42700 / 196000
met3: 0.238 / 2122 / 74900
## critical path: cells and delay by family
kind | cells | cell delay, ns
multiplexers | 1 | 0.27
adder cells (fa/ha/maj) | 1 | 0.22
AND/OR/NAND/NOR | 4 | 1.19
buffers and inverters | 10 | 4.53
AND-OR/OR-AND | 4 | 1.12
Power and IR drop assume default switching activity.
