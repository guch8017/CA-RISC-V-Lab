===== design/flow/config.mk =====
export PLATFORM = sky130hd
export DESIGN_NAME = bht_predictor
export DESIGN_NICKNAME = bht_predictor
export VERILOG_FILES = /design/flow/design.v
export SDC_FILE = /design/flow/constraint.sdc
export NUM_CORES = 4
export LEC_CHECK = 1
export CORE_UTILIZATION = 50

===== design/flow/constraint.sdc =====
current_design bht_predictor

set clk_period 33.5
set clk_io_pct 0.2

create_clock -name clk0 -period $clk_period [get_ports {clk}]

set non_clock_inputs [all_inputs -no_clocks]
set_input_delay [expr $clk_period * $clk_io_pct] -clock clk0 $non_clock_inputs
set_output_delay [expr $clk_period * $clk_io_pct] -clock clk0 [all_outputs]

===== design/flow/design.v =====
`timescale 1ns / 1ps
module bht_predictor #(
        parameter PC_CNT = 4
    )(
        input wire clk,
        input wire [31:0] PCF,
        input wire [31:0] PCE,
        input wire [31:0] BrNPCE,
        input wire branch_ex,
        input wire branch_hit_ex,
        input wire rst,
        output reg [31:0] pc_predict,
        output reg hit
    );
    localparam NUM_PC = 2 << PC_CNT;
    reg[31:0] pc_buffer[NUM_PC];     
    reg[31:0] dst_buffer[NUM_PC];    
    reg valid[NUM_PC];               
    reg [1:0]bht_buffer[NUM_PC];     
    wire [PC_CNT:0] pc_entry_ud;     
    wire [PC_CNT:0] pc_entry_if;     
    assign pc_entry_ud = PCE[PC_CNT+2:2];
    assign pc_entry_if = PCF[PC_CNT+2:2];
    always @(posedge clk or posedge rst) begin
        if (rst) begin
            for(integer i = 0; i < NUM_PC; ++i) begin
                pc_buffer[i] <= 0;
                dst_buffer[i] <= 0;
                valid[i] <= 0;
            end
        end
        else begin
            if (branch_ex) begin
                if(pc_buffer[pc_entry_ud] != PCE || valid[pc_entry_ud] == 1'b0) begin
                    pc_buffer[pc_entry_ud] <= PCE;
                    valid[pc_entry_ud] <= 1'b1;
                    if (branch_hit_ex) begin
                        bht_buffer[pc_entry_ud] <= 2'b10;
                    end
                    else begin
                        bht_buffer[pc_entry_ud] <= 2'b01;
                    end
                end
                else begin
                    if (branch_hit_ex) begin
                        dst_buffer[pc_entry_ud] <= BrNPCE;
                        if (bht_buffer[pc_entry_ud] != 2'b11) begin
                            bht_buffer[pc_entry_ud] <= bht_buffer[pc_entry_ud] + 1;
                        end
                    end
                    else begin
                        if (bht_buffer[pc_entry_ud] != 2'b00) begin
                            bht_buffer[pc_entry_ud] <= bht_buffer[pc_entry_ud] - 1;
                        end
                    end
                end
            end
        end
    end
    always @(*) begin
        if(pc_buffer[pc_entry_if] != PCF || valid[pc_entry_if] != 1'b1 || bht_buffer[pc_entry_if][1] == 1'b0) begin
            pc_predict <= PCF + 4;
            hit <= 0;
        end
        else begin
            pc_predict <= dst_buffer[pc_entry_if];
            hit <= 1'b1;
        end
    end
endmodule

===== design/flow/run.sh =====
#!/bin/bash
# OpenROAD 26Q1-2900-gdf79404cd8, Yosys 0.63+post, stock flow scripts
make -C /OpenROAD-flow-scripts/flow DESIGN_CONFIG=/design/flow/config.mk WORK_HOME=/design/flow/orfs finish

==> run summary <==
The flow completed. The run finished with clean final reports. The share of synthesized area in the top cell type comes to 0.508. In this run the number of H-tree levels came out at 4. Effective utilization at floorplan landed at 0.505.

Highest net fanout along the worst path landed at 26. Final instance area landed at roughly 120,000 sq um. TritonRoute output was used to compute an average wire per cell of about 50 microns. Synthesized instance count landed at between 8,000 and 9,000. Largest net degree at the start of global routing landed at around 130. Total of warnings raised by yosys landed at 5. The netlist uses 85 different library cells. Sum of internal, switching and leakage power landed at approximately 0.0065 W. The worst path needs approximately 21 ns of the cycle, external delays included. Once synthesis finished, the tally of register bits stood at 2,144. STA classifies the critical path endpoint as a primary output. In this build the clock could be raised as far as 47.4 MHz. For reference, the top cells by area after synthesis are sky130_fd_sc_hd__dfrtp_1, sky130_fd_sc_hd__mux2_2, sky130_fd_sc_hd__a22oi_1, sky130_fd_sc_hd__a221oi_1, sky130_fd_sc_hd__a22o_1.

The biggest area contributor in the post-synthesis netlist is sky130_fd_sc_hd__dfrtp_1. Share of synthesized registers carrying an async set or reset landed at 0.970. Relative max-transition margin landed at 0.0774.

The stat command in Yosys gives a chip area of just over 100,000 sq um. Warnings raised by the tools during the run amount to between 40 and 50. For this design the top-level I/O count stands at 133. Summed over all failing endpoints, the final setup total negative slack is 0 ns. Post-cts sizing count landed at 0.

Placer congestion estimate landed at approximately 1.1. Slew at the pin closest to its max-slew limit landed at between 1 and 1.5 ns. Hold buffer count at CTS landed at 0. Number of vias in the routed layout landed at 83,394. Number of buffers created by CTS landed at approximately 220. Initial detailed-routing violation count landed at about 9,600. Antenna violation net count after detailed routing landed at 0. Summing all placed instances gives a cell area of roughly 110,000 sq um. After clock tree synthesis, the clock-pin slew on the worst setup and hold paths is 0.06 ns.

The number of antenna violations at the first check in global routing is ~66. In this run the clock root is driven by a sky130_fd_sc_hd__clkbuf_16. Detailed-routing iteration count for the pre-antenna-repair pass landed at 9. Yosys mapped a number of flops with a built-in enable equal to roughly 64. Power density of the placed cells landed at approximately 56 nW/um^2. In the detailed route, the total length drawn on met3 is 86,600 microns. The floorplan has 165 rows. Met1 wire length landed at 183,000 microns. The leakage power in the latest report is roughly 53 nW. Met2 wire length landed at 223,000 microns. Ranking logic cells in the layout by count gives the top entries sky130_fd_sc_hd__dfrtp_1, sky130_fd_sc_hd__mux2_2, sky130_fd_sc_hd__a22oi_1, sky130_fd_sc_hd__buf_4, sky130_fd_sc_hd__a221oi_1. Total standard cell area after synthesis landed at 102,000 sq um. The detailed placer reported the number of placed instances as around 11,000. In the final report, the number of hold violations comes to 0.

Number of vias per cell landed at around 7.6. TritonCTS built the clock tree. The commonest register cell is sky130_fd_sc_hd__dfrtp_1. Routed wire length landed at about 550,000 microns.

In this run the tool buffered the top-level ports with 132 buffer cells. Worst clock skew landed at between 0.08 and 0.09 ns. Required time at the endpoint of the critical path landed at 26.80 ns.

Sink count of the clock tree landed at ~2,100. Number of buffers on the longest clock path landed at 3. The number of setup buffers added after CTS is 0. The die covers about 210,000 sq um. Worst hold slack landed at 0.480 ns. The most common logic cell in the final layout is sky130_fd_sc_hd__dfrtp_1. Post-route DRC violation count landed at 0. Of the cells placed in the final design, the portion with a size suffix greater than 1 is 0.350. Setup repair after global routing left no endpoint under its margin. Sequential cell area fraction in the yosys report landed at 0.527. Area growth from synthesis to layout landed at 13.1%. Mean cell area of the mapped netlist landed at 12.7 sq um. X dimension of the die landed at roughly 450 microns. The core region is 203,000 sq um. STA classifies the critical path startpoint as an input pin.

Arrival time at the worst endpoint landed at about 14 ns. Pins over their slew limit in the final report were tallied at 0. After legalization and detailed placement, the total HPWL measured 346,000 microns. In this run the worst hold path is classified as reg -> reg. Sum of overflow across all layers after global routing landed at 0. The via count of the first global-routing pass is between 80,000 and 90,000. The critical path in this run is classified as in -> out. The final timing summary puts the cycle share of the worst path at 0.630. Across the run, the number of max-cap violations was 0. Across every metal layer, demand over resource in global routing totals 0.563.

Per the power-grid run, VDD falls by no more than between 0.06 and 0.07 mV. Global-route wire length before repair landed at approximately 740,000 microns. After detailed routing, no signal wire sits above met5. Per the OpenROAD floorplan log, the height of the die is 455 microns. The number of cells reported by Yosys stat comes to between 8,000 and 9,000. Once layout is complete, the cells apart from fillers number around 11,000.

The final report lists the setup-violating endpoint count as 0. The skew report gives the latency at the later pin of the worst-skew pair as about 0.94 ns.
cells in the mapped netlist (9+ instances only):
| master | number |
|---|---|
| sky130_fd_sc_hd__and3_1 | 113 |
| sky130_fd_sc_hd__o21ai_0 | 71 |
| sky130_fd_sc_hd__o32ai_1 | 24 |
| sky130_fd_sc_hd__a221oi_1 | 250 |
| sky130_fd_sc_hd__nor3_1 | 51 |
| sky130_fd_sc_hd__inv_1 | 22 |
| sky130_fd_sc_hd__o211ai_1 | 9 |
| sky130_fd_sc_hd__o2111ai_1 | 18 |
| sky130_fd_sc_hd__xnor2_1 | 25 |
| sky130_fd_sc_hd__and4_1 | 9 |
| sky130_fd_sc_hd__dfrtp_1 | 2080 |
| sky130_fd_sc_hd__a32o_1 | 18 |
| sky130_fd_sc_hd__mux2_2 | 1849 |
| sky130_fd_sc_hd__nand4_1 | 197 |
| sky130_fd_sc_hd__buf_2 | 126 |
| sky130_fd_sc_hd__buf_1 | 75 |
| sky130_fd_sc_hd__a222oi_1 | 88 |
| sky130_fd_sc_hd__and2_1 | 84 |
| sky130_fd_sc_hd__buf_4 | 159 |
| sky130_fd_sc_hd__a22oi_1 | 586 |
| sky130_fd_sc_hd__edfxtp_1 | 64 |
| sky130_fd_sc_hd__nand2b_1 | 128 |
| sky130_fd_sc_hd__mux2_1 | 96 |
| sky130_fd_sc_hd__a31oi_1 | 14 |
| sky130_fd_sc_hd__nand3_1 | 132 |
| sky130_fd_sc_hd__mux2i_1 | 155 |
| sky130_fd_sc_hd__xor2_1 | 49 |
| sky130_fd_sc_hd__clkbuf_1 | 447 |
| sky130_fd_sc_hd__a2111oi_0 | 36 |
| sky130_fd_sc_hd__a22o_1 | 243 |
| sky130_fd_sc_hd__nand3_2 | 26 |
| sky130_fd_sc_hd__o22ai_1 | 56 |
| sky130_fd_sc_hd__nor2b_1 | 29 |
| sky130_fd_sc_hd__nor2_1 | 150 |
| sky130_fd_sc_hd__or3_1 | 19 |
| sky130_fd_sc_hd__a21oi_1 | 88 |
| sky130_fd_sc_hd__a32oi_1 | 35 |
| sky130_fd_sc_hd__a211oi_1 | 18 |
| sky130_fd_sc_hd__nand3b_1 | 15 |
| sky130_fd_sc_hd__nor3_4 | 32 |
| sky130_fd_sc_hd__or4_1 | 11 |
| sky130_fd_sc_hd__nand2_1 | 188 |
| sky130_fd_sc_hd__nor4_1 | 31 |
| sky130_fd_sc_hd__nor4bb_1 | 9 |
per-layer routing:
metal,up-vias,GRT usage
li1,30992,-
met1,42694,0.678
met2,7054,0.731
met3,2572,0.347
met4,82,0.430
met5,-,0.0417
layout make-up:
type                            instances  area, sq um
Tap cell                             2672         3340
Inverter                               23         90.1
Timing Repair Buffer                  625         5150
Clock inverter                         91         1310
Fill cell                           15935        86900
Multi-Input combinational cell       5074        45300
Clock buffer                          318         6520
Antenna cell                           52          130
Sequential cell                      2144        54000
critical path, stage by stage:
cell	delay, ns
sky130_fd_sc_hd__clkdlybuf4s50_1	0.58
sky130_fd_sc_hd__inv_1	0.25
sky130_fd_sc_hd__ha_2	0.39
sky130_fd_sc_hd__buf_4	0.42
sky130_fd_sc_hd__buf_4	0.48
sky130_fd_sc_hd__nor4bb_4	0.53
sky130_fd_sc_hd__buf_4	0.56
sky130_fd_sc_hd__buf_4	0.68
sky130_fd_sc_hd__a22oi_1	0.20
sky130_fd_sc_hd__nand4_1	0.11
sky130_fd_sc_hd__nor3_1	0.06
sky130_fd_sc_hd__a21oi_1	0.89
sky130_fd_sc_hd__buf_4	0.25
sky130_fd_sc_hd__xnor2_1	0.15
sky130_fd_sc_hd__nand2_1	0.08
sky130_fd_sc_hd__nor3_1	0.21
sky130_fd_sc_hd__nand3_1	0.11
sky130_fd_sc_hd__nor4_1	0.99
sky130_fd_sc_hd__clkdlybuf4s50_1	0.63
worst paths after layout:
path / startpoint / endpoint / slack (ns) / cells after the start
setup / recovery: PCF[2] / hit / 12.38 / 19
hold / removal: dst_buffer[0][12] / dst_buffer[0][12] / 0.48 / 1
setup reg to reg: valid[0] / dst_buffer[10][6] / 26.36 / 11
hold reg to reg: dst_buffer[0][12] / dst_buffer[0][12] / 0.48 / 1
max in group asynchronous: rst / dst_buffer[18][0] / 23.22 / 7
min in group asynchronous: rst / pc_buffer[7][30] / 6.18 / 2
kinds of logic (layout without fill, tap and decap cells):
logic type	Yosys count	in the layout	synth area share
buf+inv	830	1057	0.0378
fa+ha+maj	6	6	0.000733
other cells	0	52	0
simple gates	1286	1286	0.0745
xor+xnor	74	74	0.00633
flops	2144	2144	0.527
compound gates	1607	1607	0.124
mux	2101	2101	0.229
sequential cells by signal (all words and copies together) (netlist names):
register	cells
bht_buffer	64
dst_buffer	1024
pc_buffer	1024
valid	32
stage by stage:
stage / util / setup WS, ns
after global placement: 0.532 / 13.10
after global routing: 0.571 / 12.75
final: 0.571 / 12.38
after detailed placement: 0.532 / 12.97
after floorplan: - / -5.45
after CTS: 0.571 / 12.98
power by group:
group	internal, W	switching (W)	total [W]	leakage [nW]
registers	0.00283	0.000269	0.00310	28.3
clock network	0.00152	0.00113	0.00265	3.79
logic	0.000295	0.000462	0.000757	21.1
total	0.00465	0.00186	0.00651	53.2
Power and IR drop assume default switching activity.
